**./run.sh**
```bash
#!/bin/bash
# OpenROAD 26Q1-2900-gdf79404cd8, Yosys 0.63+post, stock flow scripts
make -C /OpenROAD-flow-scripts/flow DESIGN_CONFIG=/design/flow/config.mk WORK_HOME=/design/flow/orfs finish
```
**./config.mk**
```make
export PLATFORM = sky130hd
export DESIGN_NAME = alu
export DESIGN_NICKNAME = alu
export VERILOG_FILES = /design/flow/design.v
export SDC_FILE = /design/flow/constraint.sdc
export NUM_CORES = 4
export LEC_CHECK = 1
export CORE_UTILIZATION = 40
```
**./constraint.sdc**
```tcl
current_design alu

set clk_period 454.5
set clk_io_pct 0.2

create_clock -name clk0 -period $clk_period

set non_clock_inputs [all_inputs -no_clocks]
set_input_delay [expr $clk_period * $clk_io_pct] -clock clk0 $non_clock_inputs
set_output_delay [expr $clk_period * $clk_io_pct] -clock clk0 [all_outputs]
```
**./design.v**
```verilog
module alu (
    input clk,
    input is_lui,
    input is_i_type,
    input is_i_load_type,
    input is_branch,
    input is_store,
    input [3:0] alu_ops,
    input [31:0] rs1_data,
    input [31:0] rs2_data,
    input [31:0] imm,
    input [31:0] pc_data,
    input [31:0] mem_data,
    output reg pc_load,
    output reg [31:0] rd_data,
    output reg [31:0] new_pc_data,
    output reg [31:0] mem_addr
);
  wire signed [31:0] rs1_signed = $signed(rs1_data);
  wire signed [31:0] rs2_signed = $signed(rs2_data);
  wire signed [31:0] imm_signed = $signed(imm);
  always @* begin
    rd_data = 32'b0;
    pc_load = 0;
    if (is_lui) begin
      rd_data = imm << 12;
    end else if (is_i_type) begin
      case (alu_ops)
        4'b0000: rd_data = rs1_signed + imm_signed;
        4'b0010: rd_data = rs1_signed ^ imm_signed;
        4'b1000: rd_data = rs1_signed < imm;
        4'b1011: rd_data = rs1_data < imm;
      endcase
    end else if (is_i_load_type) begin
      mem_addr = rs1_data + imm;
      rd_data  = mem_data;
    end else if (is_branch) begin
      case (alu_ops)
        4'b0000:
        if (rs1_signed == rs2_signed) begin
          pc_load = 1;
          new_pc_data = pc_data + imm_signed;
        end
        4'b0001:
        if (rs1_signed != rs2_signed) begin
          pc_load = 1;
          new_pc_data = pc_data + imm_signed;
        end
        4'b0010:
        if (rs1_signed < rs2_signed) begin
          pc_load = 1;
          new_pc_data = pc_data + imm_signed;
        end
        4'b0011:
        if (rs1_signed >= rs2_signed) begin
          pc_load = 1;
          new_pc_data = pc_data + imm_signed;
        end
        4'b0110: begin
          rd_data = pc_data + 1;
          pc_load = 1;
          new_pc_data = pc_data + imm_signed;
        end
        4'b0111: begin
          rd_data = pc_data + 1;
          pc_load = 1;
          new_pc_data = rs1_data + imm_signed;
        end
      endcase
    end else if (is_store) begin
      mem_addr = rs1_data + imm;
    end else begin
      case (alu_ops)
        4'b0000: rd_data = rs1_signed + rs2_signed;
        4'b0001: rd_data = rs1_signed - rs2_signed;
        4'b0010: rd_data = rs1_signed ^ rs2_signed;
        4'b0011: rd_data = rs1_signed | rs2_signed;
        4'b0100: rd_data = rs1_signed & rs2_signed;
        4'b0101: rd_data = rs1_signed << rs2_signed;
        4'b0110: rd_data = rs1_signed >> rs2_signed;
        4'b1100: rd_data = rs1_signed * rs2_signed;
        4'b1101: rd_data = rs1_signed / rs2_signed;
        4'b1110: rd_data = rs1_signed % rs2_signed;
        4'b1001: rd_data = rs1_signed < rs2_signed;
        default: rd_data = 32'b0;
      endcase
    end
  end
endmodule
```
==> results.ini <==
[sta]
max_freq_mhz=3.52
period_needed_ns=283.78
holdWs_ns=182.84
tightestPinTransition_ns=1.07
finalSetupTns_ns=0
untimed_endpoints=128
finalCritPeriodShare_pct=62.4
rsz0062_at_grt=false
drv_slew=0
hold_viol=0
maxSlewHeadroom_pct=27.9
setup_viol=0
unclocked_regs=64

[setup_path]
criticalPathCategory=primary input to output port
cp_top_family=AND-OR/OR-AND gates
critPathArrivalTime_ns=192.88
worst-path-buf-inv=40
cp_slowest_cell=o31ai_1
required_ns=363.60
end_kind=output port
critPathMaxFanout=43
cp_common_cell=ha_1
start_kind=primary input
worst_path_largest_cell_delay_ns=0.82

[run]
max-cap-violations=0
warnings=130

[logic_synthesis]
yosys_warnings=1
syn_area_um2=65000
synth_flops=64
yosys.area.top_type=ha_1
ys_top_cells_by_count=nor2_1 (1111), nand2_1 (1069), ha_1 (874)
ys_cells=9421
synth_cell_type_count=119
avgSynthCellArea_um2=6.90
async_reset_ff_share_pct=0
synth_chip_area_um2=65000
most_common_cell=nor2_1
synth_top_area_share_pct=16.8
area_leaders=ha_1 (17%), fa_1 (13%), xnor2_1 (6.5%)
flop_cell=dlxtn_1
synth_cells=9421
synth-edff-count=0

[finish]
stdcell_count=11700
drive_gt1_share_pct=6.11
syn_to_final_growth_pct=9.27

[routing]
drc_errors=0
first_pass_iters=8
viasPerCell=6.20
drtAntennaViolNets=0
routedWlPerCell_um=27.6
via_count=72600
routed_wl_um=323000
first_iter_violations=6914
dr_wl_met3_um=34200
m1WireLength_um=132000
route.met2.wl_um=138000
highest_layer=met5

[grt]
grt_max_degree=62
antenna_found_initial=20
overflow=0
grt_pass1_wl_um=466000
track_usage_pct=39.6
grt_pass1_vias=67800

[hold_path]
hold_depth=4
hold_path_startpoint=mem_data[21]
whs_endpoint=rd_data[21]
hold_class=primary input to output port

[pwr]
p_int_w=0.000195
power.density_nw_per_um2=7.38
ir_drop_uv=30.6
p_leak_nw=32.8
p_switching_w=0.000329
sw_frac_of_total_pct=62.7

[clock_tree]
cts_resized=0
cts_hold_buf=0
post_cts_buffers=0

[floorplanning]
io_pins=267
die_width_um=405
die_area_um2=164000
fp_util_pct=40.4
rows=147
core_area_um2=161000
die_y_um=405

[place]
portBuffers=266
dpl.cell_count=11700
place_hpwl_um=257000
gp_congestion=1.11

[outcome]
status=completed

## cell usage in the layout (no fill, tap or decap), types with 122 or more instances in the layout
cell type,Yosys,final
nand2_1,1069,1069
ha_1,874,874
o21a_1,152,152
fa_1,413,413
xnor2_1,480,464
a31oi_1,122,122
a21o_1,190,190
clkdlybuf4s50_1,0,250
nor2_1,1111,1107
nor3_1,226,220
inv_1,869,868
a21oi_1,696,696
nand3_1,233,232
xor2_1,195,195
o21ai_0,477,476
buf_4,4,291
## cells by family after synthesis
group | synth area share (%)
AND/OR/NAND/NOR | 23.6
AND-OR/OR-AND | 26.6
buffers and inverters | 7.76
adder cells (fa/ha/maj) | 29.5
latches | 1.48
multiplexers | 1.98
XOR/XNOR | 9.09
## sequential cells by signal (all words and copies together) (netlist names)
| signal | count |
|---|---|
| mem_addr | 32 |
| new_pc_data | 32 |
## routing by layer
metal | global-route usage [%] | up-vias
met3 | 10.5 | 674
met2 | 58.8 | 3732
met1 | 53.9 | 34700
li1 | - | 33400
met4 | 18.5 | 12
met5 | 0 | -
## final cells by class
cell class	count	area [µm²]
fill	16500	89900
multi-input combinational	8036	59300
timing repair buffer	556	4770
inverter	891	3350
tap	2160	2700
sequential	64	961
antenna	6	15.0
## worst max-delay path by stage
stage          startpoint     endpoint  slack (ns)  depth (start not counted)
finish        rs2_data[0]  rd_data[29]      170.72                        359
global route  rs2_data[6]  rd_data[31]      165.95                        356
CTS           rs2_data[6]  rd_data[31]      173.46                        355
## power by group through the flow
stage	sequential (W)	clock [W]	combinational, W
4_1_cts	0.00000179	0	0.000510
5_1_grt	0.00000186	0.000000000000275	0.000561
## stage by stage
stage / setup slack [ns] / power, W / util (%) / instance area, µm²
after detailed placement: 173.87 / 0.000508 / 44.1 / 71000
final: 170.72 / 0.000524 / 44.2 / 71100
after global placement: 173.27 / 0.000506 / 44.1 / 71000
after CTS: 173.46 / 0.000511 / 44.1 / 71000
after global routing: 165.95 / 0.000563 / 44.1 / 71100
after floorplan: 189.03 / 0.000339 / - / 65000
Power and IR drop assume default switching activity.
