===== config.mk =====
export PLATFORM = sky130hd
export DESIGN_NAME = decoder
export DESIGN_NICKNAME = decoder
export VERILOG_FILES = /design/flow/design.v
export SDC_FILE = /design/flow/constraint.sdc
export NUM_CORES = 4
export LEC_CHECK = 1
export CORE_AREA = 10 10 113 113
export DIE_AREA = 0 0 123 123

===== constraint.sdc =====
current_design decoder

set clk_period 2.7
set clk_io_pct 0.2

create_clock -name clk0 -period $clk_period

set non_clock_inputs [all_inputs -no_clocks]
set_input_delay [expr $clk_period * $clk_io_pct] -clock clk0 $non_clock_inputs
set_output_delay [expr $clk_period * $clk_io_pct] -clock clk0 [all_outputs]

===== design.v =====
module decoder (
    input [31:0] instr,
    output reg [3:0] alu_ops,   
    output reg reg_write,   
    output reg       mem_read,    
    output reg       mem_write,   
    output reg [1:0] mem_width,   
    output reg is_lui,
    output reg is_i_type,
    output reg is_i_load_type,
    output reg is_branch,
    output reg is_store,
    output     [4:0] rs1,
    output     [4:0] rs2,
    output reg       rs1_used,
    output reg       rs2_used,
    output [4:0] rd,
    output reg [31:0] imm
);
  wire [4:0] opcode = instr[6:2];
  wire [2:0] funct3 = instr[14:12];
  wire [6:0] funct7 = instr[31:25];
  localparam R_TYPE = 5'b01100;
  localparam I_TYPE = 5'b00100;
  localparam I_LOAD_TYPE = 5'b00000;
  localparam I_JALR_TYPE = 5'b11001;
  localparam B_TYPE = 5'b11000;
  localparam S_TYPE = 5'b01000;
  localparam J_TYPE = 5'b11011;
  localparam LUI = 5'b01101;
  localparam LOAD = 5'b00000;
  localparam STORE = 5'b01000;
  localparam BRANCH = 5'b11000;
  assign rs1 = instr[19:15];
  assign rs2 = instr[24:20];
  assign rd  = instr[11:7];
  always @(*) begin
    is_lui = 0;
    is_i_type = 0;
    is_i_load_type = 0;
    is_branch = 0;
    is_store = 0;
    mem_write = 0;
    mem_read = 0;
    reg_write = 0;
    case (opcode)
      R_TYPE: begin
        if (funct7 != 7'b0000001) begin
          case (funct3)
            3'b000: alu_ops = (funct7 !== 7'b0100000) ? 4'b0000 : 4'b0001;   
            3'b100: alu_ops = 4'b0010;   
            3'b110: alu_ops = 4'b0011;   
            3'b111: alu_ops = 4'b0100;   
            3'b001: alu_ops = 4'b0101;   
            3'b101: alu_ops = (funct7 !== 7'b0100000) ? 4'b0110 : 4'b1000;   
            3'b010: alu_ops = 4'b1001;   
            3'b011: alu_ops = 4'b1011;   
          endcase
        end else begin
          case (funct3)
            3'b000:  alu_ops = 4'b1100;   
            3'b100:  alu_ops = 4'b1101;   
            3'b110:  alu_ops = 4'b1110;   
            default: alu_ops = 4'b0000;   
          endcase
        end
        rs1_used  = 1;
        rs2_used  = 1;
        reg_write = 1;
      end
      I_TYPE: begin
        case (funct3)
          3'b000: alu_ops = 4'b0000;
          3'b100: alu_ops = 4'b0010;
          3'b110: alu_ops = 4'b0011;
          3'b111: alu_ops = 4'b0100;
          3'b101: begin
            if (imm[11:5] == 7'b0000000) alu_ops = 4'b0101;
            else if (imm[11:5] == 7'b0100000) alu_ops = 4'b0111;
          end
          3'b010: alu_ops = 4'b1001;
          3'b011: alu_ops = 4'b1011;   
        endcase
        imm = instr[31:20];
        is_i_type = 1;
        reg_write = 1;
      end
      I_LOAD_TYPE: begin
        case (funct3)
          3'b000: mem_width = 2'b00;   
          3'b001: mem_width = 2'b01;   
          3'b010: mem_width = 2'b10;   
          3'b011: mem_width = 2'b00;   
          3'b100: mem_width = 2'b01;   
        endcase
        imm = instr[31:20];
        mem_read = 1;
        is_i_load_type = 1;
        reg_write = 1;
      end
      B_TYPE: begin
        case (funct3)
          3'b000: alu_ops = 4'b0000;   
          3'b001: alu_ops = 4'b0001;   
          3'b100: alu_ops = 4'b0010;   
          3'b101: alu_ops = 4'b0011;   
          3'b110: alu_ops = 4'b0100;   
          3'b111: alu_ops = 4'b0101;   
        endcase
        imm[31:12] = {20{instr[31]}};
        imm[11:5]  = instr[31:25];
        imm[4:0]   = instr[11:7];
        is_branch  = 1;
        rs1_used   = 1;
        rs2_used   = 1;
      end
      J_TYPE: begin
        alu_ops = 4'b0110;   
        imm = {{13{instr[31]}}, instr[30:12]};
        is_branch = 1;
        rs1_used = 1;
        rs2_used = 1;
        reg_write = 1;
      end
      I_JALR_TYPE: begin
        alu_ops = 4'b0111;   
        is_branch = 1;
        imm = instr[31:20];
        reg_write = 1;
      end
      S_TYPE: begin
        case (funct3)
          3'b000: mem_width = 2'b00;   
          3'b001: mem_width = 2'b01;   
          3'b010: mem_width = 2'b10;   
        endcase
        imm[11:5] = instr[31:25];
        imm[4:0]  = instr[11:7];
        mem_write = 1;
        is_store  = 1;
        rs1_used  = 1;
        rs2_used  = 1;
      end
      LUI: begin
        is_lui = 1;
        imm = instr[31:20];
        reg_write = 1;
      end
      default: is_i_type = 0;
    endcase
  end
endmodule

===== run.sh =====
#!/bin/bash
# OpenROAD 26Q1-2900-gdf79404cd8, Yosys 0.63+post, stock flow scripts
make -C /OpenROAD-flow-scripts/flow DESIGN_CONFIG=/design/flow/config.mk WORK_HOME=/design/flow/orfs finish

==> notes.md <==
The layout was made with Yosys and OpenROAD.

Looking at hold timing, the worst path starts from instr[6]. The cell count after synthesis is 199. The final wirelength is 5870 um. The period utilization is 97.7%.

The count of cell types in the netlist is 50. From bottom edge to top edge, the die measures 123 um. The number of cells in Yosys stat is 199.

The async set-or-reset flop fraction in the synthesized netlist is 0%. The layout summary lists the proportion of cells stronger than drive strength 1 as 13.3%. Once the clock tree was built, the setup fixing pass inserted 0 buffers. Headroom to the max-slew limit came out at 54.4%. The flow ran to the end, and the final reports show no timing, DRC or antenna violations. The post-synth register bit count is 26. TritonRoute output was used to compute an average wire per cell of 14.7 um. The number of antenna violations at the first check in global routing is 0. The count of standard-cell rows is 37.

The largest family of logic cells by area is simple AND/OR/NAND/NOR gates. The floorplan report gives the top-level pin count as 95. The flow reported a cell area power density of 117 nW/um^2. The synthesis report lists the Yosys warning total as 1. Along the critical path, the tally of buffer and inverter instances is 2. On the critical path the largest part of the delay comes from buffers and inverters.

The starting density of the core is 15.4%. The number of register pins that no clock reaches is 26. The count of unresolved DRC violations after routing is 0. The average footprint of a synthesized cell is 7.99 um^2. The script logs the ratio of routed vias to standard cells as 3.98. Compared with the post-synthesis result, the final layout area differs by 57.8%. The count of endpoints failing setup in the final report is 0. The number of global-route vias before repair is 1588. In the log, the iteration count for the first detailed-route pass is 4.

According to the timing report, the data required time at the worst endpoint equals 2.16 ns. Detailed placement ended at an HPWL of 5040 um. The library cell appearing most often on the critical path is clkdlybuf4s50_1. The cell-mix breakdown from Yosys lists the compound-gate area share as 22.8%. The floorplan step defined a die boundary enclosing 15100 um^2. Per the timing report, the achievable frequency comes out to 0.379 GHz.

After floorplanning, the core was sized to cover 10300 um^2. The timing report gives the biggest stage delay along the critical path as 0.53 ns. The slowest cell on the critical path is or4b_4.

The commonest register cell is dlxtn_1. The number of nets with antenna violations after routing is 0. The tally of OpenROAD warnings is 34. Before CTS, the worst setup slack after placement is -0.102 ns. The critical path in the final layout is reported with a setup slack of 0.0612 ns. Counting I/O delays and the setup requirement, the final critical path takes 2.64 ns. In this run, the synthesized area fraction spent on adder and majority cells is recorded as 0%. The horizontal die size is 123 um. The path type of the worst setup path is input pin to output port. Listed in order, past its start point the critical path passes clkdlybuf4s50_1 > or4b_4 > nor2_4 > clkdlybuf4s50_1.

The final core utilization is 24.3%. The worst endpoint data arrival time is 2.10 ns. The synthesized netlist devotes 25.2% of its cell area to simple gates. The leakage component of the power was reported as 1.03 nW. The count of port buffers added during placement is 91.

The startpoint of the worst setup timing path is instr[5]. The overall global routing resource usage is 7.29%. The transition time at the pin with the least slew margin is 0.682 ns.

The total cell area reported by yosys after synthesis is 1590 um^2. Entering global routing, the biggest net connects 18 pins. The library cells used most frequently in the layout, excluding fill and tap cells, are clkdlybuf4s50_1, dlxtn_1, nand2_1.

The largest fanout on the critical path is 3. The most instantiated logic cell after routing is clkdlybuf4s50_1.

The first global-routing pass estimated 8990 um of wire. The final weighted congestion in routability-driven placement is 0.832. The worst setup path is captured at an output port. The xor and xnor fraction of the mapped netlist area is 1.10%. The maximum ir drop on the vdd rail is 44.0 uV. The repair_antennas step left the layout with diodes totalling 0. Per the final report, max-transition violations number 0.

The mapped netlist covers 1590 um^2. Max-cap violations in this run came to 0. The initial detailed-routing violation count is 65.

STA reports the tightest min-delay check as being of type input pin to output port. The multiplexer share of the synthesized area is 6.61%. The total global routing overflow is 0. Setup repair after global routing left no endpoint under its margin. The number of synthesized flops with an enable pin is 0. 64 endpoints have no timing constraint. The via count of the routed design is 1589. The worst setup path is launched from an input pin. The number of hold-slack violations in the final timing report is 0.
stage by stage:
stage	cells	power [mW]	TNS [ns]	hold WS, ns	cell area (um^2)
after global placement	399	0.297	-0.105	1.92	2490
final	399	0.293	0	1.73	2510
after CTS	399	0.300	0	1.92	2500
after global routing	399	0.321	0	1.80	2510
after floorplan	200	0.150	0	1.15	1590
after detailed placement	399	0.299	-0.350	1.92	2490
tightest hold or removal path, cell delays in order:
cell	delay (ns)
dlygate4sd2_1	0.28
buf_4	0.16
o31ai_1	0.07
dlymetal6s2s_1	0.13
worst paths after layout:
| path | endpoint | slack (ns) | depth (start not counted) |
|---|---|---|---|
| setup / recovery | is_i_type | 0.06 | 4 |
| hold / removal | reg_write | 1.73 | 4 |
cell type report:
| type | count | area, um^2 |
|---|---|---|
| fillers | 1120 | 7820 |
| well taps | 136 | 170 |
| multi-input cells | 128 | 907 |
| repair buffers | 107 | 1030 |
| flip-flops and latches | 26 | 390 |
| inverters | 2 | 7.51 |
logic make-up after synthesis:
logic type | Yosys count
compound gates | 54
xor+xnor | 2
buf+inv | 46
other cells | 1
latches | 26
simple gates | 63
mux | 7
where the power goes:
| group | switching [mW] | leakage (nW) | internal [mW] |
|---|---|---|---|
| registers | 0.00711 | 0.206 | 0.0400 |
| clock network | 0 | 0 | 0 |
| logic | 0.0971 | 0.822 | 0.149 |
| total | 0.104 | 1.03 | 0.189 |
cell usage after synthesis, types with 2 or more instances:
cell,instances,area share [%]
nand4b_1,2,1.1
a211oi_1,2,0.94
a22oi_1,8,3.8
and3b_1,2,1.1
and2_1,2,0.79
nand2_1,17,4.0
nor2_1,7,1.7
mux2_4,7,6.6
dlxtn_1,26,25
o21a_1,3,1.4
buf_4,33,16
nor2b_1,4,1.6
nor3_1,2,0.63
o21ai_0,8,2.5
nor4_1,2,0.79
nand3_1,3,0.94
nand2b_1,6,2.4
inv_1,2,0.47
clkbuf_1,5,1.2
o31ai_1,2,0.94
nor3b_1,3,1.4
buf_2,5,1.6
a21oi_1,13,4.1
a21o_1,9,4.2
per-layer routing:
metal | GRT usage [%] | share of wire (%) | vias to the layer above
met5 | 0 | 0 | -
met1 | 10.6 | 46 | 735
li1 | - | - | 803
met3 | 1.67 | 7.2 | 0
met4 | 0 | 0 | 0
met2 | 11.5 | 47 | 51
flip-flops by register name (all words and copies together) (netlist names):
name       flops
imm           20
alu_ops        4
mem_width      2
repair_timing:
item / in CTS / in global routing
hold buffers: 0 / 0
resized: 6 / 2
pin swaps: 0 / 1
endpoints found under the setup margin: 6 / 3
Power figures rest on the tool's default switching activity, not on a simulated workload.
