==> /design/flow/design.v <==
module register_file (
    input clk,
    input rst_n,
    input  [ 4:0] rs1_addr,
    input  [ 4:0] rs2_addr,
    output [31:0] rs1_data,
    output [31:0] rs2_data,
    input        we,
    input [ 4:0] rd_addr,
    input [31:0] rd_data
);
  reg [31:0] registers[31:0];
  reg [ 2:0] flags    [ 2:0];
  assign rs1_data = (rs1_addr == 0) ? 32'b0 : registers[rs1_addr];
  assign rs2_data = (rs2_addr == 0) ? 32'b0 : registers[rs2_addr];
  always @(posedge clk or negedge rst_n) begin
    if (!rst_n) begin
      integer i;
      for (i = 0; i < 32; i = i + 1) begin
        registers[i] <= 32'b0;
      end
      registers[2] = 32'h3FF;
    end else if (we && rd_addr != 0) begin
      registers[rd_addr] <= rd_data;
    end
  end
endmodule
==> /design/flow/run.sh <==
#!/bin/bash
# OpenROAD 26Q1-2900-gdf79404cd8, Yosys 0.63+post, stock flow scripts
make -C /OpenROAD-flow-scripts/flow DESIGN_CONFIG=/design/flow/config.mk WORK_HOME=/design/flow/orfs finish
==> /design/flow/config.mk <==
export PLATFORM = sky130hd
export DESIGN_NAME = register_file
export DESIGN_NICKNAME = register_file
export VERILOG_FILES = /design/flow/design.v
export SDC_FILE = /design/flow/constraint.sdc
export NUM_CORES = 4
export LEC_CHECK = 1
export CORE_UTILIZATION = 30
==> /design/flow/constraint.sdc <==
current_design register_file

set clk_period 8.1
set clk_io_pct 0.2

create_clock -name clk0 -period $clk_period [get_ports {clk}]

set non_clock_inputs [all_inputs -no_clocks]
set_input_delay [expr $clk_period * $clk_io_pct] -clock clk0 $non_clock_inputs
set_output_delay [expr $clk_period * $clk_io_pct] -clock clk0 [all_outputs]
==> impl_metrics.ini <==
; synthesis and place-and-route metrics
[cts]
cts_tree = done
post_cts_resized = 0
clk_path_buf_depth = 3
htreeDepth = 3
post_cts_buffers = 0
insertion_delay_ps = 760
hold_buffers = 0
clk_pin_slew_ps = 60
numCtsBuffers = 108
root_buffer = clkbuf_16
clock_sinks = 992

[power]
pwr-share-comb_pct = 15.6
power_density_nw_per_um2 = 236
p_leak_nw = 25.5
p_seq_share_pct = 47.8
power_frac_clock_pct = 36.7
internal_power_mw = 10.1
swShare_pct = 29.7
power_mw = 14.3
ir_drop_mv = 0.181
switchingPower_mw = 4.26

[worst_setup_path]
ff2ff_path_depth = 1
crit_path_start_kind = primary input
r2r_start = registers[23][12]
end_kind = output pin
rrSetupSlack_ps = 7130
required_ps = 6480
arrival_ps = 5610
worstSetupPathType = in2out
critPathMaxFanout = 13
reg2reg_to = registers[23][12]

[layout]
top_regs = registers (992)
fin_util_pct = 34.8
regMostFlops = registers
area_growth_pct = 14.7
final_cells = 7335
layout_top_cell = nand3_1
lay_top_cells = 1132 x nand3_1, 998 x mux2_2, 982 x dfrtp_1
drive_gt1_share_pct = 30.6
final.fill_count = 17194
largest_reg_flops = 992

[route]
drc = 0
drtIter0Drc = 6983
ant_nets = 0
firstDrtPassIters = 9
routed_wl_mm = 267
wl_per_cell_um = 36.4
vias = 48869
viasPerCell = 6.66

[logic_synthesis]
synth-seq-cells = 992
async_reset_ff_share_pct = 100
yosys.stat.seqShare_pct = 46.9
synthCells = 4998
ys_cells = 4998
syn_area_sq_um = 53000
avgSynthCellArea_sq_um = 10.6
ys_area_sq_um = 53000
edf_count = 0
yosysUniqueCellTypes = 73
ys.warnings.count = 2
synthFlopType = dfrtp_1

[floorplanning]
core_sq_um = 175000
fp_util_pct = 30.4
dieArea_sq_um = 178000
ios = 114
die_width_um = 422
die_h_um = 422
std_cell_rows = 153

[job]
warnings = 45
cap_violations = 0

[worst_hold_path]
hold-path-endpoint = registers[2][29]
hold_depth = 1
hp-class = reg2reg
min-delay-start = registers[2][29]

[global_route]
grt_pass1_wl_mm = 371
grt_pass1_vias = 47053
gr-total-overflow = 0
grt_max_degree = 129
antenna_found_initial = 29
track_usage_pct = 30.1

[final_timing]
max_slew_margin_pct = 14.0
drv_slew = 0
setup_slack_ps = 866
clock.fmax_ghz = 0.138
finalCriticalPeriod_ps = 7230
finalSetupViolCount = 0
hold_violations = 0
final.period_utilization_pct = 89.3
worst_pin_slew_ps = 1260
grt_setup_unrepaired = false
fin_setup_tns_ps = 0
skew_ps = 0

[placed_design]
globalplace.congestion = 1.04
post-dp-hpwl_mm = 160
pre_cts_slack_ps = 1050
dp.cells = 7111
port_buffers = 113

[run_status]
status = complete, no violations
critical path, cell delays in order:
cell and delay [ps]:
clkdlybuf4s50_1 920, nor2b_4 820, a31oi_1 160, o311ai_0 940
nor4_1 180, a21oi_1 390, clkdlybuf4s50_1 550
power by group through the flow:
stage         logic (mW)  registers [mW]  clock network (mW)
CTS                 2.19            6.80                5.27
global route        2.34            6.94                5.44
finish              2.23            6.85                5.26
through the flow:
step                      hold slack (ps)  area, sq um
final                                 522        60800
after CTS                             523        60700
after global placement                502        57000
after floorplan                       485        53000
after detailed placement              508        57000
after global routing                  533        60700
cells in the mapped netlist, types with 20 or more instances:
cell / number / share of area, %
nor3_1: 24 / 0.23
and4_1: 27 / 0.45
and2_1: 23 / 0.27
nand4_1: 290 / 3.4
a22o_1: 39 / 0.64
mux2_2: 998 / 21
a2111oi_0: 34 / 0.56
nor2_1: 36 / 0.26
nand2_1: 57 / 0.40
a21oi_1: 107 / 1.0
a22oi_1: 156 / 2.2
a222oi_1: 20 / 0.38
and3_1: 132 / 1.6
a221o_1: 29 / 0.55
buf_1: 96 / 0.68
nand3_1: 1134 / 11
dfrtp_1: 982 / 46
a31oi_1: 53 / 0.63
nor4_1: 76 / 0.90
buf_2: 198 / 1.9
clkbuf_1: 267 / 1.9
worst max-delay path by stage:
stage	slack, ps	to	from
finish	870	rs2_data[31]	rs2_addr[2]
global route	1010	rs2_data[16]	rs2_addr[2]
CTS	1010	rs2_data[16]	rs2_addr[2]
area by class of cell:
cell class                      count  area (sq um)  share of cell area (%)
Multi-Input combinational cell   3428         26000                    42.8
Sequential cell                   992         24800                    40.9
Timing Repair Buffer              364          3250                    5.35
Clock buffer                      162          3200                    5.26
Tap cell                         2325          2910                    4.79
Clock inverter                     33           490                   0.807
Antenna cell                       29          72.6                   0.119
Inverter                            2          7.51                  0.0124
metal layers:
layer / vias up / track usage [%] / wire length [um] / part of all wire (%)
met2: 4367 / 40.9 / 108000 / 41
met5: - / 0 / 207 / 0.078
li1: 18828 / - / - / -
met4: 28 / 19.6 / 23000 / 8.6
met3: 1381 / 17.2 / 42800 / 16
met1: 24265 / 36.5 / 92400 / 35
kinds of logic (layout without fill, tap and decap cells):
group           Yosys count  count (layout)  synth area share [%]
compound gates          511             511                  7.10
buf+inv                 578             561                  4.73
flops                   992             992                  46.9
mux                    1014            1014                  21.5
other cells               0              29                     0
simple gates           1903            1903                  19.8
Power figures rest on the tool's default switching activity, not on a simulated workload.
